`flow/run.sh`:
```
#!/bin/bash
# OpenROAD 26Q1-2900-gdf79404cd8, Yosys 0.63+post, stock flow scripts
make -C /OpenROAD-flow-scripts/flow DESIGN_CONFIG=/design/flow/config.mk WORK_HOME=/design/flow/orfs finish
```
`flow/config.mk`:
```
export PLATFORM = sky130hd
export DESIGN_NAME = button_debouncer
export DESIGN_NICKNAME = button_debouncer
export VERILOG_FILES = /design/flow/design.v
export SDC_FILE = /design/flow/constraint.sdc
export NUM_CORES = 4
export LEC_CHECK = 1
export CORE_AREA = 10 10 84 84
export DIE_AREA = 0 0 94 94
```
`flow/constraint.sdc`:
```
current_design button_debouncer

set clk_period 3.7
set clk_io_pct 0.2

create_clock -name clk0 -period $clk_period [get_ports {clk}]

set non_clock_inputs [all_inputs -no_clocks]
set_input_delay [expr $clk_period * $clk_io_pct] -clock clk0 $non_clock_inputs
set_output_delay [expr $clk_period * $clk_io_pct] -clock clk0 [all_outputs]
```
`flow/design.v`:
```
`timescale 1ns / 1ps
package states;
    typedef enum logic [1:0] {
        S_SELECT_P1 = 0,  
        S_SELECT_P2 = 1,  
        S_PLAY      = 2,  
        S_WIN       = 3   
    } state_t;
endpackage
`timescale 1ns / 1ps
module button_debouncer(input clk, in, output out_pulse);
    reg [21:0] count; reg stable, prev_stable;
    always @(posedge clk) begin
        if (in != stable) begin count <= count + 1; if (count == 250000) stable <= in; end
        else count <= 0;
        prev_stable <= stable;
    end
    assign out_pulse = stable & ~prev_stable;
endmodule
```
==> summary.txt <==
Implementation results. The die covers just under 9000 sq um. Setup repair after global routing left no endpoint under its margin. Areal power density over the cells landed at between 300 and 400 nW/um^2. Fmax landed at between 400 and 500 MHz. Wire length of the first global-routing pass landed at about 3400 um.

According to the hold report, the worst path is of the flop to flop type. Across all checked pins, the minimum headroom to the slew limit is 59.7%. Summed over all routing layers, the global router reports a total usage of roughly 4.5%. Per-cell via count in the routed design landed at between 4 and 5.

Per-instance average area after synthesis landed at 9.33 sq um. Post-route minimum period landed at slightly above 2 ns. Length of the first detailed-routing pass in iterations landed at 4. Measured in cells, the most critical reg-to-reg path has a length of 5. On the reported timing paths, the clock transition at the registers reads about 0.08 ns. The timing report shows that the slowest cell on the worst path is sky130_fd_sc_hd__clkdlybuf4s50_1. Area of the mapped netlist landed at about 1100 sq um. The finished cells cover approximately 1300 sq um. The clock passes through at most 2 buffers. Looking at the post-CTS report, the setup buffer insertion count equals 0. Post-layout utilization of the core landed at 24.8%. Routed length per instance landed at between 9 and 10 um. Critical-path maximum fanout landed at 21. Total tool warning count landed at 26. Worst setup skew after layout landed at 0.00765 ns. Number of synthesis warnings landed at 1. Once detailed placement completed, the half-perimeter wirelength came to roughly 1300 um. Setup TNS landed at 0 ns. Peak per-stage delay on the critical path landed at ~0.46 ns.

Hold is met by about 0.46 ns. Count of max-cap constraint violations landed at 0. Counting tap cells, the placed design contains a total of about 190 instances. Following the worst setup path forward leads to its endpoint at stable. In this run the worst setup path begins at in. Site row count landed at 26. Post-cts resize count landed at 0. After its last routability iteration, the placer logged a weighted congestion of 0.751. Buffers placed on the I/O ports in this run total 2.

The worst register-to-register path begins at count[0]. Setup slack of the worst register-to-register path landed at between 1.5 and 2 ns. Pin slew with the least headroom to its limit landed at ~0.6 ns.

OpenROAD reports that the post-layout worst path occupies between 50% and 60% of the period. For this design, the sink count on the clock tree is 24. Measured along the x axis, the die boundary spans approximately 94 um. Number of antenna diodes landed at 0.

Pin count of the biggest net entering global routing landed at 22. Sum of overflow across all layers after global routing landed at 0. Per the detail_route report, DRC violations left total 0. For the worst reg-to-reg path, the endpoint reported by OpenROAD is count[16].

Wire length reported by the detailed router landed at 1910 um. Number of cells on the critical path landed at 6. Per the post-run analysis, buffers plus inverters along the critical path come to 2.

Per the CTS log, the root buffer master is sky130_fd_sc_hd__clkbuf_8. Sequential cells were found to cover between 40% and 50% of the synthesized design area. Looking at the setup timing report, the critical path kind is input pin to flop. The timing report attributes the biggest portion of critical-path delay to buffers and inverters. In this run the number of H-tree levels came out at 1.

Number of buffers added to fix hold violations after cts landed at 0. The report lists the cells along the critical path as clkdlybuf4s50_1, xnor2_1, buf_4, nor4b_1, nand3_1, nor2_1. Fraction of layout instances using a drive strength above 1 landed at about an eighth. Counting every instance in the synthesized netlist gives between 100 and 150. The run finished with clean final reports. Highest ir drop seen on vdd landed at about 0.00023 V. The worst setup path is captured at a flop.

The count of nets left with antenna violations once routing finished came out at 0. Distinct cell type count after synthesis landed at 33. Area of the synthesized netlist per yosys stat landed at 1150 sq um. The core region is roughly 5200 sq um. Required time of the critical path landed at around 3.7 ns.

The via count of the first global-routing pass is 730. Via count landed at ~840. The skew report gives the latency at the later pin of the worst-skew pair as between 0.2 and 0.3 ns. Die height landed at 94 um. Arrival time at the worst endpoint landed at around 2.1 ns. During I/O placement, the number of pins put on the boundary was 3.

Between the synthesized netlist and the finished layout, the area growth was recorded as 12.7%. Number of design-rule violations left by the first detailed-router iteration landed at roughly 54. For this design, Yosys synthesis ends with a cell count of ~120. Total of flip-flops plus latches after synthesis landed at 24.

Initial antenna violation count landed at 0. The placement stage leaves a total instance area of 1250 sq um. Initial standard-cell utilization of the core landed at between 20% and 30%. Total count of max-transition violations in the final report landed at 0. TritonCTS built the clock tree. After the flow finishes, the layout carries non-filler instances totaling 196. The final timing report lists a hold violation count of 0.

In this run, CTS created clock tree buffers numbering 3. The worst setup path is launched from an input pin. Leakage power summed over all cells landed at 0.478 nW. The final report lists the setup-violating endpoint count as 0.
[layout by cell type, fill, tap and decap left out, types with 3 or more instances in the layout]
cell                       instances
sky130_fd_sc_hd__clkbuf_8          3
sky130_fd_sc_hd__dfxtp_1          23
sky130_fd_sc_hd__nand3_1           3
sky130_fd_sc_hd__a21oi_1           6
sky130_fd_sc_hd__nor3_1            4
sky130_fd_sc_hd__nor4_1            3
sky130_fd_sc_hd__inv_1             5
sky130_fd_sc_hd__a31o_2            4
sky130_fd_sc_hd__nand2_1          10
sky130_fd_sc_hd__xnor2_1           8
sky130_fd_sc_hd__nor2_1           18
sky130_fd_sc_hd__nand4_1           4
sky130_fd_sc_hd__xor2_1            5
[layout make-up]
cell class	count	area, sq um
fillers	567	3910
multi-input cells	90	623
repair buffers	3	27.5
flip-flops and latches	24	490
well taps	70	87.6
inverters	5	18.8
clock buffers	4	45.0
[stage by stage]
stage | setup WS (ns) | power (mW)
2_1_floorplan | 1.99 | 0.283
6_report | 1.62 | 0.435
5_1_grt | 1.50 | 0.457
3_5_place_dp | 1.34 | 0.288
3_3_place_gp | 1.36 | 0.288
4_1_cts | 1.62 | 0.441
[sequential cells by signal, indices dropped and copies added, names as in the netlist]
signal	flops
count	22
prev_stable	1
stable	1
[power breakdown]
group	total [mW]	internal [mW]	leakage (nW)	switching (mW)
registers	0.266	0.263	0.195	0.00383
clock network	0.153	0.0767	0.0228	0.0764
logic	0.0160	0.00673	0.260	0.00925
[cells in the mapped netlist (all sizes together)]
master	count	area, sq um
dfxtp	23	460
nor2	18	67.6
nand2	10	37.5
xnor2	8	70.1
a21oi	6	30.0
nand4	6	67.6
inv	5	18.8
nor4	5	61.3
xor2	5	43.8
a31o	4	35.0
clkbuf	4	15.0
nand3	4	25.0
nor3	4	20.0
a31oi	2	12.5
a41o	2	21.3
and4	2	17.5
ha	2	25.0
o21ai	2	10.0
or3	2	13.8
and2	1	6.26
and3	1	6.26
and4bb	1	12.5
edfxtp	1	30.0
mux2i	1	10.0
nand2b	1	6.26
nand4b	1	8.76
nor2b	1	6.26
nor4b	1	8.76
[cells by family after synthesis]
logic type	synth area share [%]
AOI/OAI and AO/OA	9.49
DFF	42.7
and+or+nand+nor	31.8
buffers and inverters	2.94
muxes	0.872
adders and majority gates	2.18
xor gates and xnor gates	9.92
[how the worst min path moves through the flow]
stage                  start           to  slack, ns  cells past startpoint
after global routing  stable  prev_stable       0.50                      0
after CTS             stable  prev_stable       0.47                      0
final                 stable  prev_stable       0.46                      0
[metal layers]
layer  routed length (um)  track usage, %  up-vias
met5                    0               0        -
met2                  811            6.85        6
met1                 1020            6.52      391
li1                     -               -      443
met3                   79            1.45        0
met4                    0           0.253        0
Power figures rest on the tool's default switching activity, not on a simulated workload.
